## config.mk

```make
export PLATFORM = sky130hd
export DESIGN_NAME = multiple
export DESIGN_NICKNAME = multiple
export VERILOG_FILES = /design/flow/design.v
export SDC_FILE = /design/flow/constraint.sdc
export NUM_CORES = 4
export LEC_CHECK = 1
export CORE_AREA = 10 10 72 72
export DIE_AREA = 0 0 82 82
```

## run.sh

```bash
#!/bin/bash
# OpenROAD 26Q1-2900-gdf79404cd8, Yosys 0.63+post, stock flow scripts
make -C /OpenROAD-flow-scripts/flow DESIGN_CONFIG=/design/flow/config.mk WORK_HOME=/design/flow/orfs finish
```

## constraint.sdc

```tcl
current_design multiple

set clk_period 7.9
set clk_io_pct 0.2

create_clock -name clk0 -period $clk_period

set non_clock_inputs [all_inputs -no_clocks]
set_input_delay [expr $clk_period * $clk_io_pct] -clock clk0 $non_clock_inputs
set_output_delay [expr $clk_period * $clk_io_pct] -clock clk0 [all_outputs]
```

## design.v

```verilog
module multiple(
    input  [4-1:0] a,
    input  [4-1:0] b,
    output wire [8-1:0] product
);
    reg [8-1:0] temp;
    integer i;
    always @(a or b)
    begin
        temp = 0;
        for (i = 0; i < 4; i = i + 1) begin
            if (b[i] == 1) begin
                temp = temp + (a << i);
            end
        end
    end
    assign product = temp;
endmodule
```

==> out/metrics.cfg <==
[outcome]
status = finished clean

[synthesis]
largest_area_cell = ha_1
synth_seq_share_pct = 0
synth_top_area_share_pct = 23.8
synth_area_um2 = 578
synth.avg_cell_area_um2 = 7.92
ys_top_cells_by_count = ha_1, a21oi_1, inv_1, nand2_1, mux2i_1
ys_cells = 73
area_leaders = ha_1, fa_1, mux2i_1
synth-area-yosys_um2 = 578
yosysUniqueCellTypes = 25
ys_warn_count = 1
synthMostInstantiatedCell = ha_1
synth_cells = 73

[final_timing]
period_needed_ns = 7.41
relSlewSlack_pct = 74.0
final_max_slew_viol_count = 0
max_freq_mhz = 135
setup_tns_ns = 0
whs_ns = 4.21
fin_ws_ns = 0.495
setup_viol = 0
finalCritPeriodShare_pct = 93.7
worst_pin_slew_ns = 0.389
finalHoldViolations = 0
rsz0062_at_grt = no

[global_route]
grt_pass1_vias = 554
groute.usage.overall_pct = 3.95
grt_pass1_wl_um = 2250
antenna_found_initial = 0
grt_remaining_overflow = 0
grt_max_degree = 12

[setup_path]
required_ns = 6.32
cp_data_arrival_time_ns = 5.83
crit_start = a[1]
critical_path.max_fanout = 6
start_kind = input pin
path_class = in2out
cp-end-kind = primary output

[floorplanning]
chipArea_um2 = 6720
core_um2 = 3690
initCoreUtil_pct = 15.7
ios = 16
die_w_um = 82
rows = 22
die_h_um = 82

[min_path]
hold_class = in2out
whs_path_depth = 3
holdCritStartpoint = b[0]
hold_end = product[0]

[pwr]
p_per_area_nw_per_um2 = 80.9
power.static_leakage_nw = 0.358
finalPower_mw = 0.0639
peakVddDrop_v = 0.0000443

[routing]
ant_nets = 0
wl_per_cell_um = 9.47
num_vias = 538
diodes = 0
drt_iter0_drc = 11
drc_errors = 0
viasPerCell = 3.99
totalWireLength_um = 1280
firstDrtPassIters = 2

[final_layout]
drive_above_1_share_pct = 6.90
seq_area_um2 = 0
clkbuf_count = 0
ff_count = 0
finalInstanceArea_um2 = 791
areaGrowthSynthToFinish_pct = 36.8

[placed_design]
port_buffers = 16
dpl-instance-area_um2 = 791
preCtsSetupSlack_ns = 0.443
hpwl_um = 1140
globalplace.congestion = 0.733

[flow_run]
warning_count = 33
cap_violations = 0

[clocking]
cts_setup_buffers = 0
cts-hold-fix-buffers = 0
cts_resized = 0

-- worst max-delay path: stages --
cell             delay [ns]
clkdlybuf4s50_1        0.63
and2_1                 0.19
ha_1                   0.17
inv_1                  0.05
fa_1                   0.40
xnor2_1                0.14
nand2_1                0.11
xor2_2                 0.22
inv_2                  0.08
fa_1                   0.50
nand2_1                0.07
o21a_1                 0.13
ha_1                   0.23
fa_1                   0.52
inv_1                  0.04
a221oi_1               0.27
clkdlybuf4s50_1        0.52
-- per-layer routing --
layer	vias to the layer above	global-route usage, %	part of all wire (%)
li1	282	-	-
met1	248	5.24	47
met2	8	6.97	49
met3	0	0.661	3.8
met4	0	0	0
met5	-	0	0
-- stage by stage --
stage,std cells,util [%]
3_3_place_gp,135,21.4
3_5_place_dp,135,21.4
4_1_cts,135,21.4
2_1_floorplan,73,-
5_1_grt,135,21.4
6_report,135,21.4
-- worst max path at each step --
stage | slack (ns) | to
CTS | 0.43 | product[4]
global route | 0.19 | product[6]
finish | 0.49 | product[4]
-- placed cells by master, fill, tap and decap left out --
master	instances
a211oi_1	1
xor2_1	3
a22oi_1	1
o21bai_1	1
fa_1	3
nand2b_1	3
a221oi_1	1
clkdlybuf4s50_1	16
nand2_1	7
and2_1	2
o21ai_0	2
a21oi_1	7
xor2_2	1
nand3_1	1
nor2_1	1
o21a_1	3
a21o_1	3
xnor2_1	2
inv_1	7
mux2i_1	4
nor2b_1	2
mux2_2	3
a21oi_2	1
ha_1	11
inv_2	1
-- logic make-up (layout without fill, tap and decap cells) --
kind of cell    Yosys count  after routing  share of synthesized area, %
xor+xnor                  6              6                          10.4
buf+inv                  10             24                          6.49
mux                       7              7                          12.8
fa+ha+maj                14             14                          34.2
compound gates           20             20                          22.5
simple gates             16             16                          13.6
-- power breakdown --
| group | internal [mW] | switching [mW] | leakage [nW] |
|---|---|---|---|
| clock network | 0 | 0 | 0 |
| registers | 0 | 0 | 0 |
| logic | 0.0366 | 0.0274 | 0.358 |
| total | 0.0366 | 0.0274 | 0.358 |
-- cell type report --
cell class | count | area [um^2]
fill | 415 | 2900
multi-input combinational | 63 | 541
timing repair buffer | 16 | 160
tap | 48 | 60.1
inverter | 8 | 30.0
No activity file was given, so power comes from the tool's default toggle rates.
