[flow/config.mk]
export PLATFORM = sky130hd
export DESIGN_NAME = counter
export DESIGN_NICKNAME = counter
export VERILOG_FILES = /design/flow/design.v
export SDC_FILE = /design/flow/constraint.sdc
export NUM_CORES = 4
export LEC_CHECK = 1
export CORE_AREA = 10 10 71 71
export DIE_AREA = 0 0 81 81
[flow/constraint.sdc]
current_design counter

set clk_period 2.2
set clk_io_pct 0.2

create_clock -name clk0 -period $clk_period [get_ports {clk}]

set non_clock_inputs [all_inputs -no_clocks]
set_input_delay [expr $clk_period * $clk_io_pct] -clock clk0 $non_clock_inputs
set_output_delay [expr $clk_period * $clk_io_pct] -clock clk0 [all_outputs]
[flow/design.v]
module counter(
    input clk,   
    input [4-1:0] A,     
    input [4-1:0] B,     
    input D,     
    output [4-1:0] Q,    
    output Z_carry     
);
    reg [4-1:0] temp_A;
    reg [4-1:0] temp_B;
    reg temp_Z;
    always @(posedge clk) begin
        if(D == 1'b0) begin
            if(temp_A < A) begin
                temp_A <= temp_A + 1'b1;
                temp_Z <= 1'b0;
            end
            else begin
                temp_A <= 4'b0;
                temp_Z <= 1'b1;
            end
        end
        else if(D == 1'b1) begin
            if(temp_B > 0) begin
                temp_B <= temp_B - 1'b1;
                temp_Z <= 1'b0;
            end
            else begin
                temp_B <= B;
                temp_Z <= 1'b1;
            end
        end
    end
    assign Q = (D == 1'b0) ? temp_A : temp_B;
    assign Z_carry = temp_Z;
endmodule
[flow/run.sh]
#!/bin/bash
# OpenROAD 26Q1-2900-gdf79404cd8, Yosys 0.63+post, stock flow scripts
make -C /OpenROAD-flow-scripts/flow DESIGN_CONFIG=/design/flow/config.mk WORK_HOME=/design/flow/orfs finish
==> flow_summary.json <==
{
  "power_uw": 615.0,
  "drc": 0,
  "first_global_vias": 434,
  "io_buffers": 14,
  "postSynthCellCount": 52,
  "max_freq_ghz": 0.4894,
  "critPathLaunchType": "input port",
  "cp_top_family": "buffers and inverters",
  "hold_path_depth": 1,
  "crit_buf_inv": 2,
  "yosysWarningCount": 1,
  "worstSkewPairLatency_ps": 230,
  "clock-sinks": 9,
  "die_w_um": 81,
  "r2r_cells": 4,
  "drive_gt1_share_pct": 16.90,
  "worst_pin_slew_ps": 304.3,
  "hold_path.startpoint": "temp_B[0]",
  "cts_tree": "built",
  "fp.coreArea_sq_um": 3633,
  "die_h_um": 81,
  "hold_viol": 0,
  "clockPowerShare_pct": 30.7,
  "whs_ps": 649.9,
  "fp-utilization_pct": 15.67,
  "r2r-start": "temp_A[1]",
  "min_to": "temp_B[0]",
  "ys_area_sq_um": 569.3,
  "die_area_sq_um": 6561,
  "place.gp.congestion": 0.7327,
  "hp-class": "reg2reg",
  "routed_wirelength_mm": 1.225,
  "postRouteAntennaNets": 0,
  "rsz0062_at_grt": "no",
  "cts_made_buffers": 3,
  "status": "finished, final reports clean",
  "clock_skew_ps": 1.860,
  "synth.cell_area_sq_um": 569.3,
  "p_sw_share_pct": 25.66,
  "rr_endpoint": "temp_Z",
  "grt_max_degree": 8,
  "row_count": 22,
  "clk_pin_slew_ps": 40,
  "maxCapViolCount": 0,
  "htreeDepth": 1,
  "grt_usage_pct": 3.953,
  "first_iter_violations": 8,
  "powerDensity_nw_per_um2": 747.1,
  "ir_drop_mv": 0.3567,
  "antenna_found_initial": 0,
  "wl_per_cell_um": 10.29,
  "yosysSeqAreaShare_pct": 45.71,
  "setup_viol": 0,
  "fin_area_sq_um": 823.3,
  "crit_chain": "dlygate4sd2_1 -> mux2_1 -> clkdlybuf4s50_1",
  "hold_buffers": 0,
  "finalCritPeriodShare_pct": 92.88,
  "cp_max_fo": 7,
  "worstPathArrival_ps": 1600,
  "place_area_sq_um": 779.5,
  "dpl.hpwl_um": 975.5,
  "pwr-share-seq_pct": 42.2,
  "drv_slew": 0,
  "yosys_cells": 52,
  "antenna_cells": 0,
  "p_switching_uw": 157.8,
  "power_frac_comb_pct": 27.1,
  "avgSynthCellArea_sq_um": 10.95,
  "max_stage_delay_ps": 420,
  "post-route-util_pct": 22.66,
  "placed_cells": 115,
  "synthToLayoutAreaGrowth_pct": 44.62,
  "relSlewSlack_pct": 79.62,
  "r2r_slack_ps": 720,
  "overflow": 0,
  "grt_pass1_wl_mm": 2.014,
  "crit_slowest_cell": "clkdlybuf4s50_1",
  "io_pins": 15,
  "worstPathRequired_ps": 1760,
  "worstSetupEndpointType": "output pin",
  "layoutNonFillerInstCount": 119,
  "cts-root-buf": "clkbuf_8",
  "cts_buffer_depth": 2,
  "warning_count": 25,
  "ys_ff": 9,
  "vias": 415,
  "routed_via_density": 3.487,
  "drtPass1Iterations": 3,
  "ys_types": 20,
  "postCtsSetupRepairBufs": 0,
  "leakage_nw": 0.3300,
  "finalCriticalPeriod_ps": 2043,
  "ctsResizeCount": 1,
  "worstSetupPathType": "in2out",
  "p_int_uw": 457.2
}
worst max-delay path by stage:
| stage | from | endpoint | slack [ps] | depth (start not counted) |
|---|---|---|---|---|
| after CTS | D | Q[0] | 140 | 3 |
| after global routing | D | Q[3] | 80 | 3 |
| final | D | Q[0] | 160 | 3 |
per-layer routing:
metal	GRT usage (%)	up-vias	part of all wire (%)
met1	5.669	180	50
met5	0	-	0
met4	0.3460	0	0.73
met3	2.784	2	12
met2	4.857	14	37
li1	-	219	-
Yosys cell counts:
cell type / count / share of area, %
mux2_2: 4 / 7.9
dfxtp_1: 1 / 3.5
buf_2: 1 / 0.88
xnor2_1: 1 / 1.5
nand3_1: 1 / 0.88
o21ai_2: 1 / 1.5
a21oi_1: 3 / 2.6
mux2i_1: 1 / 1.8
inv_1: 9 / 5.9
mux2_1: 2 / 4.0
or2_1: 1 / 1.1
o211ai_1: 1 / 1.3
o21ai_0: 1 / 0.88
xor2_1: 1 / 1.5
nor3b_2: 2 / 4.4
ha_1: 5 / 11
o32a_1: 1 / 1.8
nor2_1: 6 / 4.0
nand2_1: 2 / 1.3
edfxtp_1: 8 / 42
cells by family after synthesis:
group / Yosys count / synth area share [%]
AOI/OAI and AO/OA: 7 / 8.131
xor gates and xnor gates: 2 / 3.077
adders and majority gates: 5 / 10.99
buffers and inverters: 10 / 6.812
DFF: 9 / 45.71
muxes: 7 / 13.63
and+or+nand+nor: 12 / 11.65
power groups by stage:
stage,Combinational [mW],Clock [mW],Sequential (mW)
after CTS,0.172,0.194,0.260
after global routing,0.196,0.206,0.265
final,0.167,0.189,0.260
cells in the final DEF (no fill, tap or decap):
| cell type | count |
|---|---|
| o21ai_2 | 1 |
| clkdlybuf4s50_1 | 13 |
| clkbuf_1 | 1 |
| mux2i_1 | 1 |
| nor2_1 | 6 |
| xor2_1 | 1 |
| nand2_1 | 2 |
| dfxtp_1 | 1 |
| nor3b_2 | 2 |
| o211ai_1 | 1 |
| clkbuf_8 | 3 |
| inv_1 | 9 |
| ha_1 | 5 |
| dlygate4sd2_1 | 1 |
| o21ai_0 | 1 |
| or2_1 | 1 |
| xnor2_1 | 1 |
| mux2_1 | 2 |
| buf_4 | 2 |
| nand3_1 | 1 |
| edfxtp_1 | 8 |
| o32a_1 | 1 |
| mux2_2 | 4 |
| a21oi_1 | 3 |
cell type report:
cell class	count	area, sq um
Fill cell	389	2810
Multi-Input combinational cell	33	270.3
Sequential cell	9	260.3
Timing Repair Buffer	16	153.9
Tap cell	48	60.06
Clock buffer	4	45.04
Inverter	9	33.78
flip-flops by register name (all words and copies together) (netlist names):
name,count
temp_Z,1
temp_A,4
temp_B,4
through the flow:
stage	setup TNS [ps]	setup WS (ps)
global placement	-447.7	-123.4
floorplan	0	786.5
global route	0	77.41
CTS	0	142.1
detailed placement	-436.4	-119.2
finish	0	156.5
Power and IR drop assume default switching activity.
