`design/flow/run.sh`:
```
#!/bin/bash
# OpenROAD 26Q1-2900-gdf79404cd8, Yosys 0.63+post, stock flow scripts
make -C /OpenROAD-flow-scripts/flow DESIGN_CONFIG=/design/flow/config.mk WORK_HOME=/design/flow/orfs finish
```
`design/flow/design.v`:
```
module traffic_light(
    input clk,
    input rst,   
    input EN,
    output reg [2:0] south_north_light,  
    output reg [2:0] east_west_light,
    output reg [3:0] south_north_count,
    output reg [3:0] east_west_count
);
parameter   SN_GREEN = 3'b001,   
            SN_YELLOW = 3'b010,  
            EW_GREEN = 3'b100,   
            EW_YELLOW = 3'b101,  
            ALL_RED = 3'b110;    
reg [2:0] current_state;
always @(posedge clk or posedge rst) begin
    if (rst) begin
        current_state <= SN_GREEN;
        south_north_count <= 4'd9;
        east_west_count <= 4'd4;
    end else if (EN) begin
        current_state <= ALL_RED;
        south_north_count <= 4'd0;
        east_west_count <= 4'd0;
    end else begin
        case (current_state)
            SN_GREEN: begin
                if (south_north_count == 4'd0) begin
                    current_state <= SN_YELLOW;
                    south_north_count <= 4'd1;
                end else
                    south_north_count <= south_north_count - 1'b1;
            end
            SN_YELLOW: begin
                if (south_north_count == 4'd0) begin
                    current_state <= EW_GREEN;
                    east_west_count <= 4'd4;
                end else
                    south_north_count <= south_north_count - 1'b1;
            end
            EW_GREEN: begin
                if (east_west_count == 4'd0) begin
                    current_state <= EW_YELLOW;
                    east_west_count <= 4'd1;
                end else
                    east_west_count <= east_west_count - 1'b1;
            end
            EW_YELLOW: begin
                if (east_west_count == 4'd0) begin
                    current_state <= SN_GREEN;
                    south_north_count <= 4'd9;
                end else
                    east_west_count <= east_west_count - 1'b1;
            end
            ALL_RED: begin
                if (!EN) begin
                    current_state <= SN_GREEN;
                    south_north_count <= 4'd9;
                    east_west_count <= 4'd4;
                end
            end
            default: begin
                current_state <= SN_GREEN;
                south_north_count <= 4'd9;
                east_west_count <= 4'd4;
            end
        endcase
    end
end
always @(*) begin
    case (current_state)
        SN_GREEN: begin
            south_north_light = 3'b001;
            east_west_light = 3'b100;
        end
        SN_YELLOW: begin
            south_north_light = 3'b010;
            east_west_light = 3'b100;
        end
        EW_GREEN: begin
            south_north_light = 3'b100;
            east_west_light = 3'b001;
        end
        EW_YELLOW: begin
            south_north_light = 3'b100;
            east_west_light = 3'b010;
        end
        ALL_RED: begin
            south_north_light = 3'b100;
            east_west_light = 3'b100;
        end
        default: begin
            south_north_light = 3'b001;
            east_west_light = 3'b100;
        end
    endcase
end
endmodule
```
`design/flow/config.mk`:
```
export PLATFORM = sky130hd
export DESIGN_NAME = traffic_light
export DESIGN_NICKNAME = traffic_light
export VERILOG_FILES = /design/flow/design.v
export SDC_FILE = /design/flow/constraint.sdc
export NUM_CORES = 4
export LEC_CHECK = 1
export CORE_AREA = 10 10 95 95
export DIE_AREA = 0 0 105 105
```
`design/flow/constraint.sdc`:
```
current_design traffic_light

set clk_period 3.7
set clk_io_pct 0.2

create_clock -name clk0 -period $clk_period [get_ports {clk}]

set non_clock_inputs [all_inputs -no_clocks]
set_input_delay [expr $clk_period * $clk_io_pct] -clock clk0 $non_clock_inputs
set_output_delay [expr $clk_period * $clk_io_pct] -clock clk0 [all_outputs]
```
==> Slide: Implementation Results <==
Physical Implementation Snapshot

Global route
  – Busiest layer in global routing: met2
  – GRT Residual Overflow: 0
  – Largest net degree at the start of global routing: 17
  – Vias in the first global route: 640
  – Total Routing Usage GR: 3.70%
  – Antenna violations before repair: 0
  – GR Util met3: 1.18%
  – Met1 Use GR: 5.09%
  – First-pass GRT wire length: 3.42 mm
  – M2 GR Usage: 5.60%

STA
  – Post-layout min period: 2.42 ns
  – Final hold slack: 0.521 ns
  – Clock skew: 0.00211 ns
  – Final slew viol count: 0
  – Setup tns final: 0 ns
  – Final Hold Viols: 0
  – Max Freq: 0.413 GHz
  – Endpoints failing setup: 0
  – RSZ-0062 raised after global routing: false
  – Worst slew pin tran: 0.720 ns
  – Post-layout period usage: 65.4%
  – Max_slew headroom: 51.6%

Worst setup path
  – CP Buf/Inv Count: 2
  – Reg-to-reg slack, setup: 1.58 ns
  – Worst setup SP type: primary input
  – Reg2reg start: east_west_count[0]$_DFFE_PP0P_
  – Worst EP arrival: 2.60 ns
  – Data required time of the critical path: 3.88 ns
  – Sequence of cells on the critical path: clkdlybuf4s50_1 > buf_4 > o21bai_1 > or4_2 > a2111oi_0 > a211o_1
  – CP Launch Point: EN
  – Critical path endpoint category: flip-flop
  – Slowest-stage cell, CP: or4_2
  – Critical path peak fanout: 16
  – Cell family with the largest share of critical-path delay: AND-OR/OR-AND gates
  – Slowest cell delay on critical path: 0.54 ns
  – Setup CP Type: in -> reg

Yosys
  – Syn. warnings: 1
  – And+or+nand+nor area frac: 21.1%
  – Post-Synthesis Cells: 85
  – Yosys stat cell total: 85
  – Comb area leader: AND-OR/OR-AND gates
  – Register share after synthesis: 40.9%
  – AO/OA Area Share: 22.8%
  – #FFs+latches synth: 13
  – Adders+Majority by Area: 6.20%
  – YS chip area: 807 sq um
  – Avg Inst Size Synth: 9.49 sq um
  – Mux cell area share: 1.24%
  – Yosys xor share: 0%
  – Post-Syn Area: 807 sq um
  – Distinct lib cells used: 37

Placement
  – GPL Wtd Cong: 0.797
  – Post-DP HPWL: 1.55 mm
  – Port bufs: 16

Run status
  – Status: complete, no violations

Die
  – Die H: 105 microns
  – Core Area: 6910 sq um
  – # IOs: 17
  – Initial Util: 11.7%
  – FP Rows: 30
  – Total die area: 11000 sq um
  – Die W: 105 microns

Power
  – Int Pwr: 281 uW
  – PwrDens: 345 nW/um^2
  – Part of the power in registers: 45.5%
  – Leakage: 0.000428 uW
  – Switch Pwr: 99.2 uW
  – Clock share of power: 31.8%
  – Comb pwr share: 22.6%
  – Switching Share: 26.1%
  – VDD IR max: 0.124 mV

Layout
  – Share of cells above drive strength 1: 16.2%
  – Most frequent cells in the layout: clkdlybuf4s50_1 (16), dfrtp_1 (9), nor2_1 (8)
  – Layout Utilization: 16.0%
  – Top cell excl fill/tap: clkdlybuf4s50_1
  – Synth-to-layout area growth: 36.7%

CTS
  – CTS H-tree depth: 1
  – # hold bufs at CTS: 0
  – Post-CTS setup buffer count: 0
  – TritonCTS Sinks: 13
  – Worst-Skew Late Latency: 0.24 ns
  – CTS clk-pin slew, worst paths: 0.05 ns
  – Cts bufs inserted: 3
  – CTS tree: done
  – CTS root buf: clkbuf_8
  – CTS Buffer Depth: 2
  – CTS resizes: 0

Route
  – DR iter-0 viols: 23
  – Pre-antenna DRT Iters: 4
  – Ant diodes: 0
  – Routed WL per cell: 10.3 microns
  – DRC errors left: 0
  – ANT nets after route: 0
  – WL final: 2.01 mm
  – DR vias: 688
  – Via density: 3.53

Flow run
  – Max-cap violations: 0
  – Log Warnings: 27

Min path
  – Hold Startpoint: current_state[3]$_DFF_PP0_
  – Worst min-delay path category: reg -> reg
-- registers in the layout, indices dropped and copies added, names as in the netlist --
register,count
east_west_count,4
current_state,5
south_north_count,4
-- synth_stat cells, drive strengths merged --
| library cell | instances | share of area (%) |
|---|---|---|
| o21bai | 1 | 0.93 |
| nor4bb | 1 | 1.2 |
| o22ai | 1 | 0.78 |
| clkbuf | 5 | 2.5 |
| o2bb2ai | 1 | 1.1 |
| or4b | 1 | 1.2 |
| and4bb | 1 | 1.6 |
| mux2i | 1 | 1.2 |
| dfrtp | 9 | 28 |
| nor4b | 1 | 1.1 |
| inv | 7 | 3.3 |
| nor3 | 3 | 1.9 |
| o41ai | 3 | 3.3 |
| o32ai | 2 | 2.2 |
| o21ai | 4 | 2.5 |
| dfstp | 4 | 13 |
| or3b | 2 | 2.5 |
| o31a | 1 | 1.2 |
| nand2 | 4 | 1.9 |
| buf | 2 | 2.0 |
| ha | 4 | 6.2 |
| or4 | 1 | 1.1 |
| a31oi | 1 | 0.78 |
| a211o | 2 | 2.2 |
| nor3b | 2 | 1.9 |
| nand2b | 1 | 0.78 |
| a2111oi | 1 | 1.1 |
| a21oi | 5 | 3.6 |
| nor2 | 8 | 3.7 |
| o311a | 1 | 1.4 |
| a211oi | 2 | 1.9 |
| nor2b | 1 | 0.78 |
| or3 | 2 | 1.6 |
-- final cells by class --
class | count | area, sq um
sequential | 13 | 330
multi-input combinational | 58 | 414
timing repair buffer | 17 | 168
tap | 96 | 120
inverter | 7 | 26.3
fill | 788 | 5800
clock buffer | 4 | 45.0
-- routing by layer --
metal  wire, microns  vias to the layer above
met1             886                      326
met3             106                        2
met5               0                        -
met2             975                       18
met4              41                        0
li1                -                      342
-- power by group through the flow --
stage | logic (uW) | registers, uW | clock network, uW
CTS | 88.3 | 174 | 127
global route | 98.2 | 177 | 134
finish | 86.1 | 173 | 121
-- final timing paths --
check,endpoint,depth (start not counted)
max in group asynchronous,east_west_count[2]$_DFFE_PP1P_,2
worst max-delay path,east_west_count[3]$_DFFE_PP0P_,6
worst min-delay path,current_state[0]$_DFF_PP1_,2
worst min register to register,current_state[0]$_DFF_PP1_,2
worst max register to register,south_north_count[1]$_DFFE_PP0P_,6
min in group asynchronous,south_north_count[1]$_DFFE_PP0P_,2
-- cells by family after synthesis --
logic type	Yosys count
compound gates	25
flops	13
mux	1
simple gates	28
fa+ha+maj	4
buf+inv	14
-- tightest hold or removal path, delay by kind of cell, from the launching register on --
kind,cells,cell delay (ns)
AOI/OAI and AO/OA,1,0.05
and+or+nand+nor,1,0.09
DFF,1,0.34
-- through the flow --
stage	cells	worst slack [ns]	area, sq um	power (uW)
2_1_floorplan	85	1.70	807	226
3_3_place_gp	191	1.04	1060	263
3_5_place_dp	191	1.04	1060	263
4_1_cts	195	1.26	1100	389
5_1_grt	195	1.12	1100	409
6_report	195	1.28	1100	381
Power figures rest on the tool's default switching activity, not on a simulated workload.
